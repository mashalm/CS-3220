[flow/run.sh]
#!/bin/bash
# OpenROAD 26Q1-2900-gdf79404cd8, Yosys 0.63+post, stock flow scripts
make -C /OpenROAD-flow-scripts/flow DESIGN_CONFIG=/design/flow/config.mk WORK_HOME=/design/flow/orfs finish
[flow/config.mk]
export PLATFORM = sky130hd
export DESIGN_NAME = dec2_7seg
export DESIGN_NICKNAME = dec2_7seg
export VERILOG_FILES = /design/flow/design.v
export SDC_FILE = /design/flow/constraint.sdc
export NUM_CORES = 4
export LEC_CHECK = 1
export CORE_AREA = 10 10 70 70
export DIE_AREA = 0 0 80 80
[flow/constraint.sdc]
current_design dec2_7seg

set clk_period 1.0
set clk_io_pct 0.2

create_clock -name clk0 -period $clk_period

set non_clock_inputs [all_inputs -no_clocks]
set_input_delay [expr $clk_period * $clk_io_pct] -clock clk0 $non_clock_inputs
set_output_delay [expr $clk_period * $clk_io_pct] -clock clk0 [all_outputs]
[flow/design.v]
module dec2_7seg(input [3:0]	num, output [6:0] display);
	assign display =	
	num	==	0	?	~7'b0111111	:
	num	==	1	?	~7'b0000110	:
	num	==	2	?	~7'b1011011	:
	num	==	3	?	~7'b1001111	:
	num	==	4	?	~7'b1100110	:
	num	==	5	?	~7'b1101101	:
	num	==	6	?	~7'b1111101	:
	num	==	7	?	~7'b0000111	:
	num	==	8	?	~7'b1111111	:
	num	==	9	?	~7'b1100111	:
	7'bxxxxxxx;			 
endmodule
==> flow_summary_export.csv <==
group,metric,value,unit
run_status,status,"complete, no violations",
logic_synthesis,ys_seq_share,0,
place,pre_cts_ws,-0.916,ns
pwr,p_int,0.0582,mW
floorplanning,die_h,80,um
timing,whs,0.642,ns
routing,detail_route.wl_per_cell,7.24,um
timing,finalSetupViolations,0,
routing,via_count,160,
setup_path,cp_slowest_cell,"nor4b_2",
routing,diodes,0,
final_layout,ff_count,0,
logic_synthesis,ys_cells,19,
setup_path,critPathMaxStageDelay,0.23,ns
logic_synthesis,synth_area_per_cell,6.19,um^2
timing,finalHoldViolCount,0,
pwr,p_sw,0.0409,mW
pwr,p_per_area,336,nW/um^2
flow_run,warnings,34,
pwr,clockPowerShare,0,
routing,routed_wl,536,um
routing,drt-initial-drc-count,2,
pwr,pwr-share-comb,1.000,
final_layout,layout_top_cells,"a21oi_2, buf_2",
pwr,vdd_drop_max,44.7,uV
logic_synthesis,ys_warn_count,0,
pwr,swShare,0.413,
timing,max_freq,1.02,GHz
routing,drcViolationCount,0,
final_layout,seq_area,0,um^2
timing,slew_violations,0,
setup_path,cp_max_fo,7,
place,dp_hpwl,446,um
setup_path,critPathKind,"in2out",
place,place_congestion,0.702,
global_routing,grt_max_degree,10,
timing,worstMarginPinSlew,0.180,ns
floorplanning,num_rows,21,
setup_path,required,0.80,ns
setup_path,crit_arrival,0.78,ns
timing,fin_ws,0.0191,ns
global_routing,grt.overflow.total,0,
logic_synthesis,syn-instance-count,19,
global_routing,grt_antenna_before_repair,0,
pwr,leakagePower,0.106,nW
timing,setup_tns,0,ns
floorplanning,core_area,3420,um^2
setup_path,end_kind,"output pin",
logic_synthesis,synthDistinctLibCells,11,
timing,rsz0062_at_grt,"yes",
global_routing,grt_pass1_vias,164,
logic_synthesis,syn_area,118,um^2
setup_path,start_kind,"input pin",
routing,antenna_left,0,
global_routing,grt_pass1_wl,938,um
logic_synthesis,yosys-stat-area,118,um^2
routing,routed_via_density,2.16,
final_layout,final.clkbuf_count,0,
final_layout,layout-drive-gt1-share,0.571,
pwr,seq_power_share,0,
floorplanning,die_w,80,um
flow_run,drv_cap,0,
final_layout,n_fill_cell,405,
floorplanning,initCoreUtil,0.0344,
clock_network,post_cts_buffers,0,
timing,finalCritPeriodShare,0.981,
global_routing,grt_use_total,0.0180,
floorplanning,ioPinCount,11,
place,io_buffers,11,
timing,timing.slew.headroom,0.880,
floorplanning,die_area,6400,um^2
setup_path,crit_chain,"buf_4 > nor4b_2 > clkdlybuf4s15_1",
routing,firstDrtPassIters,2,
timing,fin_crit,0.981,ns
min_path,hold_class,"in2out",
setup_path,cp_top_family,"buffers and inverters",
final_layout,area.growth.synth_to_final,151,%
setup_path,crit_buf_inv,2,
final_layout,final-comb-area,143,um^2
[worst paths after layout]
check / start / endpoint / slack [ns] / cells past startpoint
min: num[1] / display[0] / 0.64 / 3
max: num[3] / display[2] / 0.02 / 3
[stage by stage]
step | util | total power, mW | cell area, um^2 | std cells
after floorplan | - | 0.0363 | 118 | 19
after global placement | 0.0791 | 0.0923 | 270 | 74
after detailed placement | 0.0791 | 0.0931 | 270 | 74
after CTS | 0.0868 | 0.100 | 297 | 74
after global routing | 0.0864 | 0.113 | 295 | 74
final | 0.0864 | 0.0991 | 295 | 74
[cell usage after synthesis (all sizes together)]
master / instances / share of area
nand3b: 1 / 0.064
nor3: 1 / 0.043
nand2: 2 / 0.064
nor4b: 1 / 0.074
or2: 1 / 0.053
nor3b: 1 / 0.064
nand3: 1 / 0.043
nand2b: 2 / 0.11
xnor2: 2 / 0.15
a21oi: 5 / 0.21
buf: 2 / 0.13
[timing repair]
item                                    in CTS  in global routing
hold buffers                                 0                  0
pin swaps                                    4                  4
endpoints found under the setup margin       7                  7
gates resized                               52                  4
[cells by family after synthesis]
group | Yosys count | synth area share
xor gates and xnor gates | 2 | 0.149
AOI/OAI and AO/OA | 5 | 0.213
buffers and inverters | 2 | 0.128
and+or+nand+nor | 10 | 0.511
[final cells by class]
type                            count  area share
Multi-Input combinational cell     17       0.483
Timing Repair Buffer               11       0.322
Tap cell                           46       0.195
[power by group through the flow]
stage	logic (mW)	registers, mW	clock network, mW
final	0.0991	0	0
after global routing	0.113	0	0
after CTS	0.100	0	0
[routing by layer]
layer  vias up  track usage  part of all wire
li1         85            -                 -
met2         7       0.0265              0.42
met1        68       0.0250              0.46
met3         0      0.00795              0.11
met5         -            0                 0
met4         0            0                 0
Power figures rest on the tool's default switching activity, not on a simulated workload.
