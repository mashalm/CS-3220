File: ./config.mk
export PLATFORM = sky130hd
export DESIGN_NAME = EggTimerController
export DESIGN_NICKNAME = EggTimerController
export VERILOG_FILES = /design/flow/design.v
export SDC_FILE = /design/flow/constraint.sdc
export NUM_CORES = 4
export LEC_CHECK = 1
export CORE_AREA = 10 10 106 106
export DIE_AREA = 0 0 116 116
File: ./constraint.sdc
current_design EggTimerController

set clk_period 3.7
set clk_io_pct 0.2

create_clock -name clk0 -period $clk_period [get_ports {CLOCK_50}]

set non_clock_inputs [all_inputs -no_clocks]
set_input_delay [expr $clk_period * $clk_io_pct] -clock clk0 $non_clock_inputs
set_output_delay [expr $clk_period * $clk_io_pct] -clock clk0 [all_outputs]
File: ./design.v
module ClockDivider(clock, reset, isFlashFreq, clockOut);
	input clock;
	input reset;
	input isFlashFreq;
	output clockOut;
	reg[31:0] counter = 0;
	reg clockReg;
	assign clockOut = clockReg;
	always@(posedge clock) begin
		counter <= counter + 1;
		if(reset) begin
			counter <= 0;
		end
		else if(isFlashFreq == 1'b0) begin
			if(counter == 50000000) begin
				clockReg <= ~clockReg;
				counter <= 0;
			end
		end
		else if(isFlashFreq == 1'b1) begin
			if(counter == 25000000) begin
				clockReg <= ~clockReg;
				counter <= 0;
			end
		end
	end
endmodule
module DecrementTime(clk, reset, inputTime, wrtEn, decEnable, outputTime, isZero);
	input reset, clk, decEnable, wrtEn;
	input[7:0] inputTime;
	output[7:0] outputTime;
	output isZero;
	reg[7:0] outputTime;
	reg isZero;
	always @(posedge clk) begin
		if(reset == 1'b1)
			outputTime <= 8'b00000000;
		else if(wrtEn == 1'b1)
			outputTime <= inputTime;
		else if(decEnable == 1'b1) begin
			outputTime[3:0] <= inputTime[3:0] - 1'b1;
			if(outputTime[3:0] == 4'b0000) begin
				outputTime[3:0] <= 4'b1001;
				outputTime[7:4] <= 4'b0101;
			end
			if(outputTime[7:0] == 8'b00000000) begin
				isZero <= 1'b1;
			end
		end
	end
endmodule
module EggTimerController(CLOCK_50, KEY, SW, HEX3, HEX2, HEX1, HEX0, LEDR);
	input CLOCK_50;
	input [2:0] KEY;
	input[7:0] SW;
	output[6:0] HEX3;
	output[6:0] HEX2;
	output[6:0] HEX1;
	output[6:0] HEX0;
	output[9:0] LEDR;
	wire reset;
	wire clk;
	assign reset = KEY[0];
	assign clk = CLOCK_50;
	wire swSecEn, swMinEn, decEn, flashEn, inRunTimerState;
	TimerController sm(.clk(clk), .reset(reset), .set(KEY[1]), .startStop(KEY[2]), .isTimeFlat(minsIsDone & secsIsDone), 
	.swSecEn(swSecEn), .swMinEn(swMinEn), .decEn(decEn), .flashEn(flashEn), .inRunTimerState(inRunTimerState));
	wire[7:0] secondsValSw;
	SwitchValidator svSecs(.clk(clk), .readSwEn(swSecEn), .switches(SW), .swVal(secondsValSw));
	wire[7:0] minutesValSw;
	SwitchValidator svMins(.clk(clk), .readSwEn(swMinEn), .switches(SW), .swVal(minutesValSw));
	wire clkOut;
	ClockDivider cd(.clock(clk), .reset(reset), .isFlashFreq(flashEn), .clockOut(clkOut));
	wire secsIsDone;
	wire[7:0] secondsValDec;
	DecrementTime decSecs(.clk(clk), .reset(reset), .inputTime(swSecEn ? secondsValSw : secondsValDec),
    	.wrtEn(swSecEn), .decEnable(decEn & clkOut), .outputTime(secondsValDec), .isZero(secsIsDone));
	wire minsIsDone;
	wire[7:0] minutesValDec;
	DecrementTime decMins(.clk(clk), .reset(reset), .inputTime(swMinEn ? minutesValSw : minutesValDec),
   	.wrtEn(swMinEn), .decEnable(decEn & secsIsDone & clkOut), .outputTime(minutesValDec), .isZero(minsIsDone));
	wire[9:0] leds;
	assign LEDR[9:0] = leds[9:0];
	flashLights fl(.clk(clk), .flashEn(flashEn & clkOut), .ledr(leds));
	assign HEX0 = ~7'b0111111;
endmodule
module SwitchValidator(clk, readSwEn, switches, swVal);
	input clk, readSwEn;
	input[7:0] switches;
	output[7:0] swVal;
	reg[7:0] swVal;
	always @(posedge clk) begin
		if(readSwEn == 1'b1) begin
			swVal <= switches[7:0];
			if(switches[7:4] > 4'b0101)
				swVal[7:4] <= 4'b0101;
			if(switches[3:0] > 4'b1001)
				swVal[3:0] <= 4'b1001;
			else
				swVal[7:0] <= switches;
		end
	end
endmodule
module TimerController(clk, reset, set, startStop, isTimeFlat, swSecEn, swMinEn, decEn, flashEn, inRunTimerState);
	parameter Reset = 0, SetSec = 1, SetMin = 2, SetTimer = 3, RunTimer = 4, Flash = 5;
	parameter true = 1'b1, false = 1'b0;
	input clk, reset, set, startStop, isTimeFlat;  
	output swSecEn, swMinEn, decEn, flashEn, inRunTimerState;
	reg swSecEn, swMinEn, decEn, flashEn, inRunTimerState;  
	reg[2:0] state;
	always @(state) begin
				swSecEn = false;
				swMinEn = false;
				decEn = false;
				flashEn = false;
				inRunTimerState = false;
		case (state) 
			SetSec: begin
				swSecEn = true;
			end
			SetMin: begin
				swSecEn = false;
				swMinEn = true;
			end
			SetTimer: begin
				swMinEn = false;
			end
			RunTimer: begin
				decEn = true;
				inRunTimerState = true;
			end
			Flash: begin
				flashEn = true;  
			end
		endcase
	end
	always @(posedge clk) begin
			case (state) 
				Reset: begin
					state <= SetSec;
				end
				SetSec: begin
					if (reset)
						state <= Reset;
					else if (set)
						state <= SetMin;
				end
				SetMin: begin
					if (reset)
						state <= Reset;
					else if (set)
						state <= SetTimer;
				end
				SetTimer: begin
					if (reset)
						state <= Reset;
					else if (startStop)
						state <= RunTimer;
				end
				RunTimer: begin
					if (reset)
						state <= Reset;
					else if (startStop)
						state <= SetTimer;
					else if (isTimeFlat)
						state <= Flash;
				end
				Flash: begin
					if (reset)
						state <= Reset;
				end
				default: state <= Reset;
			endcase
	end	
endmodule
module flashLights(clk, flashEn, ledr);
	input clk, flashEn;
	output[9:0] ledr;
	reg[9:0] ledr;
	always @(posedge clk) begin
		if(flashEn)
			ledr[9:0] = 10'b1111111111;
		else
			ledr[9:0] = 10'b0000000000;
	end
endmodule
File: ./run.sh
#!/bin/bash
# OpenROAD 26Q1-2900-gdf79404cd8, Yosys 0.63+post, stock flow scripts
make -C /OpenROAD-flow-scripts/flow DESIGN_CONFIG=/design/flow/config.mk WORK_HOME=/design/flow/orfs finish
==> flow_metrics.env <==
# source this file to load flow results
export IMPL_postSynth_asyncResetShare_pct=0
export IMPL_grt_first_pass_wirelength_mm=6.98
export IMPL_clk_pin_slew_worst_paths_ps=70
export IMPL_power_density_nw_per_um2=364
export IMPL_max_freq_ghz=0.449
export IMPL_die_w_um=116
export IMPL_arrival_ps=2380
export IMPL_clk_insertion_delay_late_ps=290
export IMPL_warning_count=34
export IMPL_tns_ps=0
export IMPL_io_buffers=13
export IMPL_final_comb_area_sq_um=1080
export IMPL_p_leak_nw=0.737
export IMPL_grt_setup_unrepaired="false"
export IMPL_netlist_cell_type_count=38
export IMPL_tritoncts_clock_tree="yes"
export IMPL_hold_worst_path_end="fl.ledr[8]"
export IMPL_core_area_sq_um=8850
export IMPL_power_total_uw=825
export IMPL_syn_inst=250
export IMPL_yosys_area_sq_um=2150
export IMPL_r2r_worst_path_cells=6
export IMPL_postCtsSetupBuffers=0
export IMPL_clock_skew_ps=3.15
export IMPL_postLayoutCoreUtil_pct=25.7
export IMPL_gr_total_overflow=0
export IMPL_syn_area_sq_um=2150
export IMPL_synth_seq_area_share_pct=36.4
export IMPL_timing_critical_path_fanout_max=27
export IMPL_timing_slew_headroom_pct=64.0
export IMPL_holdBufCountCts=0
export IMPL_boundaryPins=50
export IMPL_synthesis_area_per_instance_sq_um=8.58
export IMPL_timing_final_hold_violations=0
export IMPL_routed_via_density=4.36
export IMPL_finalWorstSetupSlack_ps=1470
export IMPL_area_added_between_synthesis_and_finish_pct=5.77
export IMPL_yosysMostFrequentCell="nor3_1"
export IMPL_maximum_number_of_pins_on_one_net_before_global_route_repair=28
export IMPL_y_dimension_of_the_die_um=116
export IMPL_timing_rr_end="cd.counter[12]"
export IMPL_grt_pass1_vias=1467
export IMPL_layout_min_cycle_time_ps=2230
export IMPL_min_delay_path_class="register to register"
export IMPL_n_antenna_cell=0
export IMPL_num_vias=1564
export IMPL_gpl_final_weighted_congestion=0.810
export IMPL_regToRegSetupSlack_ps=1470
export IMPL_place_detailed_hpwl_mm=2.79
export IMPL_tightestPinTransition_ps=538
export IMPL_number_of_enable_type_register_cells_in_the_synthesized_netlist=4
export IMPL_cts_inserted_buffers=5
export IMPL_worst_hold_startpoint="cd.clockReg"
export IMPL_timing_final_max_slew_violations=0
export IMPL_worstSetupPathType="register to register"
export IMPL_fp_util_pct=24.3
export IMPL_gr_usage_all_layers_pct=6.12
export IMPL_max_cap_violations=0
export IMPL_detail_route_drc_violations=0
export IMPL_layout_drive_gt1_share_pct=5.18
export IMPL_synth_cells_yosys=250
export IMPL_antenna_found_initial=0
export IMPL_cts_max_path_buffers=2
export IMPL_layout_worst_path_cycle_share_pct=60.2
export IMPL_num_fill_cells=934
export IMPL_synth_area_leader_cell="dfxtp_1"
export IMPL_synth_top_cells_by_count="nor3_1 (40), buf_4 (37), dfxtp_1 (33), xnor2_1 (22), nor2_1 (14)"
export IMPL_cts_h_tree_lvls=2
export IMPL_drt_total_wl_mm=4.06
export IMPL_num_rows=34
export IMPL_synthesis_yosys_warnings=26
export IMPL_postCtsResizedCells=0
export IMPL_synth_top_cells_by_area="dfxtp_1 (31%), buf_4 (13%), nor3_1 (9.3%)"
export IMPL_status="completed"
export IMPL_die_area_sq_um=13500
export IMPL_flop_cell="dfxtp_1"
export IMPL_clock_sinks=37
export IMPL_critical_path_startpoint_type="register"
export IMPL_timing_final_setup_violations=0
export IMPL_drtIter0Drc=117
export IMPL_crit_path_end_kind="register"
export IMPL_yosys_area_top_type_share_pct=30.8
export IMPL_drt_pass1_iterations=4
export IMPL_place_ws_ps=1480
export IMPL_worstReg2RegStart="cd.counter[13]"
export IMPL_vdd_drop_max_mv=0.133
export IMPL_antenna_violating_nets_post_route=0
export IMPL_area_sequential_sq_um=781
export IMPL_route_detailed_wl_per_inst_um=11.3
export IMPL_synth_flops=37
export IMPL_cts_root_buffer="clkbuf_8"
export IMPL_timing_hold_worst_path_depth=2
export IMPL_worst_ep_required_time_ps=3850
==> final cells by class <==
cell class              instances  area share (%)
flip-flops and latches         37            34.4
inverters                      10            1.65
multi-input cells             182            47.8
repair buffers                 15            6.39
well taps                     108            5.95
clock buffers                   7            3.80
==> worst max-delay path by stage <==
| stage | depth (start not counted) | slack (ps) | start | end |
|---|---|---|---|---|
| 4_1_cts | 6 | 1470 | cd.counter[13] | cd.counter[12] |
| 6_report | 6 | 1470 | cd.counter[13] | cd.counter[12] |
| 5_1_grt | 6 | 1320 | cd.counter[13] | cd.counter[13] |
==> worst max-delay path, cell delays in order, from the launching register on <==
cell	delay, ps
dfxtp_1	410
nand4_2	200
or2_1	290
or4_4	500
a21oi_4	250
buf_4	350
nor3_1	90
==> layout by cell type, fill, tap and decap left out, drive strengths merged, types with 2 or more instances in the layout <==
master and count:
and2 2, nor2b 3, and4 6, nor2 14
o21ai 2, nor3 41, nand3 11, xnor2 22
nand4 7, nand2 12, a21oi 3, clkdlybuf4s50 13
inv 10, xor2 8, edfxtp 4, ha 2
nor4 9, buf 2, clkbuf 7, dfxtp 33
conb 28
==> metrics by stage <==
stage / instances / hold WS [ps] / instance area (sq um)
floorplan: 276 / 449 / 2240
global route: 359 / 561 / 2270
finish: 359 / 482 / 2270
CTS: 359 / 489 / 2270
global placement: 352 / 469 / 2180
detailed placement: 352 / 473 / 2180
==> power breakdown <==
| group | switching [mW] | leakage (nW) | internal (mW) |
|---|---|---|---|
| Combinational | 0.0436 | 0.381 | 0.0384 |
| Sequential | 0.0301 | 0.311 | 0.432 |
| Clock | 0.134 | 0.0443 | 0.148 |
==> kinds of logic after synthesis <==
logic type      share of synthesized area, %
simple gates                            29.3
buf+inv                                 17.6
flops                                   36.4
xor+xnor                                12.2
compound gates                          2.45
fa+ha+maj                               1.63
other cells                            0.350
==> sequential cells by signal, summed over array words and instances (netlist names) <==
signal       flops
fl.ledr          1
sm.state         3
cd.counter      32
cd.clockReg      1
==> per-layer routing <==
metal / part of all wire [%] / global-route usage, % / wire length, um / vias up
met4: 0.57 / 0.584 / 23 / 0
met5: 0 / 0 / 0 / -
met1: 49 / 8.25 / 1990 / 729
met3: 6.4 / 2.09 / 261 / 2
li1: - / - / - / 800
met2: 44 / 9.71 / 1790 / 33
No activity file was given, so power comes from the tool's default toggle rates.
